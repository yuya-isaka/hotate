==> /design/flow/config.mk <==
export PLATFORM = sky130hd
export DESIGN_NAME = instructionDecode
export DESIGN_NICKNAME = instructionDecode
export VERILOG_FILES = /design/flow/design.v
export SDC_FILE = /design/flow/constraint.sdc
export NUM_CORES = 4
export LEC_CHECK = 1
export CORE_AREA = 10 10 70 70
export DIE_AREA = 0 0 80 80
==> /design/flow/constraint.sdc <==
current_design instructionDecode

set clk_period 3.4
set clk_io_pct 0.2

create_clock -name clk0 -period $clk_period

set non_clock_inputs [all_inputs -no_clocks]
set_input_delay [expr $clk_period * $clk_io_pct] -clock clk0 $non_clock_inputs
set_output_delay [expr $clk_period * $clk_io_pct] -clock clk0 [all_outputs]
==> /design/flow/design.v <==
`default_nettype none
module instructionDecode (
    inst,
    rs1,
    rs2,
    rd,
    imm,
    funct3,
    funct7,
    arithmetic,
    arithmetic_imm,
    load,
    store,
    branch,
    jal,
    jalr,
    lui,
    auipc
);
    input wire [31:0] inst;
    output wire [4:0] rs1, rs2, rd;
    output logic [31:0] imm;     
    output wire [2:0] funct3;
    output wire [6:0] funct7;
    output wire arithmetic, arithmetic_imm, load, store, branch, jal, jalr, lui, auipc;
    wire [6:0] opcode = inst[6:0];
    wire r_type = (opcode == 7'b0110011);
    wire i_type = (opcode == 7'b0000011) || (opcode == 7'b0010011) || (opcode == 7'b1100111);
    wire s_type = (opcode == 7'b0100011);
    wire b_type = (opcode == 7'b1100011);
    wire j_type = (opcode == 7'b1101111);
    wire u_type = (opcode == 7'b0110111) || (opcode == 7'b0010111);
    assign rs1 = (r_type | i_type | s_type | b_type) ? inst[19:15] : 5'd0;
    assign rs2 = (r_type | s_type | b_type) ? inst[24:20] : 5'd0;
    assign rd  = (r_type | i_type | j_type | u_type) ? inst[11:7] : 5'd0;
    always_comb begin
        if      (i_type) imm = {{20{inst[31]}}, inst[31:20]};
        else if (s_type) imm = {{20{inst[31]}}, inst[31:25], inst[11:7]};
        else if (b_type) imm = {{20{inst[31]}}, inst[7], inst[30:25], inst[11:8], 1'd0};
        else if (j_type) imm = {{12{inst[31]}}, inst[19:12], inst[20], inst[30:21], 1'd0};
        else if (u_type) imm = {inst[31:12], 12'd0};
        else             imm = 32'd0;
    end
    assign funct3 = inst[14:12];
    assign funct7 = (inst[6:0] == 7'b011011) ? inst[31:25] : 7'd0;
    assign arithmetic     	= (opcode == 7'b0110011) ? 1'd1 : 1'd0;
    assign arithmetic_imm 	= (opcode == 7'b0010011) ? 1'd1 : 1'd0;  
    assign load   			= (opcode == 7'b0000011) ? 1'd1 : 1'd0;
    assign store  			= (opcode == 7'b0100011) ? 1'd1 : 1'd0;
    assign branch 			= (opcode == 7'b1100011) ? 1'd1 : 1'd0;
    assign jal    			= (opcode == 7'b1101111) ? 1'd1 : 1'd0;  
    assign jalr   			= (opcode == 7'b1100111) ? 1'd1 : 1'd0;
    assign lui    			= (opcode == 7'b0110111) ? 1'd1 : 1'd0;  
    assign auipc  			= (opcode == 7'b0010111) ? 1'd1 : 1'd0;  
endmodule
`default_nettype wire
==> /design/flow/run.sh <==
#!/bin/bash
# OpenROAD 26Q1-2900-gdf79404cd8, Yosys 0.63+post, stock flow scripts
make -C /OpenROAD-flow-scripts/flow DESIGN_CONFIG=/design/flow/config.mk WORK_HOME=/design/flow/orfs finish
==> ci_impl_report.md <==
## PnR job results

| Metric | Value |
|---|---|
| Status | `finished clean` |
| Register area share after synthesis | `0%` |
| Log Warnings | `34` |
| Switching fraction of total power | `around two fifths` |
| Share of post-route cells with drive strength above 1 | `13.1%` |
| Fillers | `between 300 and 400` |
| Setup bufs post-CTS | `0` |
| Num rows | `21` |
| Pre-antenna DRT Iters | `5` |
| Min Clock Period, post-route | `roughly 3.3 ns` |
| First DRT Iteration DRCs | `approximately 48` |
| Routed Antenna Nets | `0` |
| PortBufs | `approximately 98` |
| Die Span X | `80 µm` |
| Post-layout period usage | `between 90% and 100%` |
| Met1 Use GR | `roughly 15%` |
| Gr ovfl total | `0` |
| Unrepaired setup endpoints after global routing | `true` |
| Antenna diode count | `0` |
| Residual DRC | `0` |
| Routed WL | `~4800 µm` |
| CP Launch Type | `input pin` |
| Syn Inst Count | `around 140` |
| Syn avg cell area | `6.71 µm²` |
| Placer congestion estimate | `roughly 0.87` |
| Placed cell area | `2050 µm²` |
| Met2 Track Usage GR | `roughly a quarter` |
| Synth warn | `1` |
| Chip Area, Yosys | `around 950 µm²` |
| Clk network pwr share | `0%` |
| Vias | `1468` |
| Chip area | `approximately 6400 µm²` |
| Setup crit end kind | `output port` |
| Leakage power | `roughly 0.85 nW` |
| Area delta synth->final | `118%` |
| Clock buffer cells | `0` |
| Combinational fraction of design power | `100.0%` |
| Crit Path Class | `in2out` |
| Global-route wire length before repair | `about 7400 µm` |
| PwrDens | `roughly 66 nW/µm²` |
| Seq cells | `0` |
| Synth top area cells | `and2_1 (12%), o2111ai_1 (6.4%), nand3_1 (6.3%)` |
| Hold Fails Final Rpt | `0` |
| Max-cap violations | `0` |
| M3 GR Usage | `under 10%` |
| Hold path startpoint | `inst[13]` |
| Final Core Density | `between 60% and 70%` |
| Initial antenna violation count | `0` |
| Slew at the pin closest to its max-slew limit | `about 0.44 ns` |
| Cell count listed in synth_stat.txt | `142` |
| Worst EP required | `around 2.7 ns` |
| Worst setup path end | `imm[4]` |
| Register area | `0 µm²` |
| Data arrival, critical path | `~2.6 ns` |
| Worst Setup SP | `inst[6]` |
| Commonest cells in the netlist | `and2_1 (19), nand3_1 (12), buf_2 (10)` |
| Vias in the first global route | `about 1500` |
| Worst Hold Class | `in2out` |
| Pin count of the biggest net entering global routing | `13` |
| # setup viols final | `0` |
| Number of vias per cell | `between 5 and 6` |
| Logic area | `840 µm²` |
| Initial core utilization | `approximately 28%` |
| Area of the core | `approximately 3400 µm²` |
| I/O pins | `just under 100` |
| GRT Util Overall | `between 10% and 20%` |
| CP max FO | `12` |
| Area leader, netlist | `and2_1` |
| Chip Height | `around 80 µm` |
| Slew headroom | `roughly 70%` |
| Power share of the sequential group | `0%` |
| GR peak layer | `met2` |
| Internal power | `roughly 0.000083 W` |
| Cell area after layout | `approximately 2100 µm²` |
| Max Clock Freq | `approximately 300 MHz` |
| Drt wl/cell | `~17 µm` |
| Most frequent cell after synthesis | `and2_1` |
| DPL Wire Length | `between 4000 and 5000 µm` |
| Distinct lib cells | `around 43` |
| Net switching power | `between 0.00005 and 0.00006 W` |
| Area share, top type | `between 10 and 15%` |
| VDD IR max | `0.0000500 V` |
| Max-slew violation count | `0` |
| Netlist Area Pre-Place | `953 µm²` |
==> layer usage <==
metal  up-vias  share of wire [%]
met3         2                 14
li1        742                  -
met1       648                 41
met2        76                 44
met5         -                  0
met4         0               0.33
==> area by class of cell <==
| class | count | area share, % |
|---|---|---|
| repair buffers | 120 | 55.2 |
| inverters | 9 | 1.62 |
| well taps | 46 | 2.77 |
| multi-input cells | 115 | 40.4 |
==> stage by stage <==
step                      TNS (ns)   power, W  hold slack (ns)  std cells  setup WS [ns]
after floorplan                  0  0.0000457             1.41        142           1.04
after global placement    -0.00563   0.000134             2.21        290       -0.00530
after detailed placement    -0.149   0.000135             2.20        290        -0.0465
after CTS                        0   0.000136             2.20        290        0.00111
after global routing      -0.00248   0.000148             2.23        290       -0.00248
final                            0   0.000136             2.19        290         0.0785
==> worst max-delay path: stages <==
cell	delay, ns
clkdlybuf4s50_1	0.47
buf_4	0.20
nor4_4	0.32
nand2_1	0.09
buf_4	0.19
a32oi_1	0.20
clkdlybuf4s50_1	0.50
==> power groups by stage <==
stage	sequential [W]	combinational [W]	clock [W]
after CTS	0	0.000136	0
after global routing	0	0.000148	0
final	0	0.000136	0
==> placed cells by master, fill, tap and decap left out, types with 4 or more instances in the layout <==
cell	instances
a21o_1	7
a31oi_1	6
and2_1	19
buf_4	22
clkdlybuf4s50_1	97
inv_1	9
nand2_1	5
nand3_1	12
nand4_1	5
nor2_1	4
nor3b_1	6
o2111ai_1	7
o21ai_0	4
==> cell families after synthesis <==
logic type / count (synthesis) / synth area share [%]
AOI/OAI and AO/OA: 41 / 34.5
xor gates and xnor gates: 1 / 0.919
buffers and inverters: 27 / 14.7
and+or+nand+nor: 73 / 49.9
==> worst min path at each step <==
stage	endpoint	cells after the start
CTS	funct3[1]	2
global route	funct3[2]	2
finish	funct3[1]	2
==> timing repair <==
action / 4_1_cts / 5_1_grt
gates resized: 2 / 4
pin swaps: 0 / 1
cloned: 0 / 0
hold buffers: 0 / 0
endpoints found under the setup margin: 8 / 26
Power is estimated from default activity; no workload was simulated.
