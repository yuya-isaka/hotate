==> design.v <==
`default_nettype none
module alu (
  rs1_data,
  rs2_data,
  imm_data,
  funct3,
  funct7,
  arithmetic,
  arithmetic_imm,
  load,
  store,
  branch,
  alu_out
);
  input wire [31:0] rs1_data, rs2_data, imm_data;
  input wire [2:0] funct3;
  input wire [6:0] funct7;
  input wire arithmetic, arithmetic_imm, store, load, branch;
  output logic [31:0] alu_out;  
  wire [31:0] op2 = (arithmetic_imm || store || load) ? imm_data : rs2_data;
  always_comb begin
    if (load || store) begin
      alu_out = rs1_data + op2;
    end
    else if (arithmetic || arithmetic_imm) begin
      case ({funct7, funct3})
        10'b0000000_000: alu_out = rs1_data + op2;
        10'b0100000_000: alu_out = rs1_data - op2;
        10'b0000000_110: alu_out = rs1_data | op2;
        10'b0000000_111: alu_out = rs1_data & op2;
        10'b0000000_100: alu_out = rs1_data ^ op2;
        10'b0000000_001: alu_out = rs1_data << op2[4:0];
        10'b0000000_010: alu_out = $signed(rs1_data) < $signed(op2) ? 32'd1 : 32'd0;
        10'b0000000_011: alu_out = $unsigned(rs1_data) < $unsigned(op2) ? 32'd1 : 32'd0;
        10'b0000000_101: alu_out = $unsigned(rs1_data) >> op2[4:0];
        10'b0100000_101: alu_out = $signed(rs1_data) >> op2[4:0];
        10'b0000001_000: alu_out = $signed(rs1_data) * $signed(op2);
        10'b0000001_001: begin
          alu_out = $signed($signed(rs1_data) * $signed(op2)) >>> 32;
        end
        10'b0000001010: begin
          alu_out = $signed($signed(rs1_data) * $signed(op2)) >>> 32;
        end
        10'b0000001011: begin
          alu_out = (rs1_data * op2) >> 32;
        end
        10'b0000001100: alu_out = (op2 == 32'b0) ? 32'hffff_ffff :
                                ((rs1_data == 32'h8000_0000) && (op2 == 32'hffff_ffff)) ? 32'h8000_0000 :
                                $signed($signed(rs1_data) / $signed(op2));
        10'b0000001101: alu_out = (op2 == 32'b0) ? 32'hffff_ffff : (rs1_data / op2);
        10'b0000001110: alu_out = (op2 == 32'b0) ? rs1_data :
                                ((rs1_data == 32'h8000_0000) && (op2 == 32'hffff_ffff)) ? 32'h0 :
                                $signed($signed(rs1_data) % $signed(op2));
        10'b0000001111: alu_out = (op2 == 32'b0) ? rs1_data : (rs1_data % op2);
        default: alu_out = 32'd0;
      endcase
    end
    else if (branch) begin
      case (funct3)
        3'b000: alu_out = {31'b0, (rs1_data == op2)};
        3'b001: alu_out = {31'b0, (rs1_data != op2)};
        3'b100: alu_out = {31'b0, ($signed(rs1_data) < $signed(op2))};
        3'b101: alu_out = {31'b0, ($signed(rs1_data) >= $signed(op2))};
        3'b110: alu_out = {31'b0, ($unsigned(rs1_data) < $unsigned(op2))};
        3'b111: alu_out = {31'b0, ($unsigned(rs1_data) >= $unsigned(op2))};
        default: alu_out = 32'd0;
      endcase
    end
    else begin
      alu_out = 32'b0;
    end
  end
endmodule
`default_nettype wire
==> run.sh <==
#!/bin/bash
# OpenROAD 26Q1-2900-gdf79404cd8, Yosys 0.63+post, stock flow scripts
make -C /OpenROAD-flow-scripts/flow DESIGN_CONFIG=/design/flow/config.mk WORK_HOME=/design/flow/orfs finish
==> config.mk <==
export PLATFORM = sky130hd
export DESIGN_NAME = alu
export DESIGN_NICKNAME = alu
export VERILOG_FILES = /design/flow/design.v
export SDC_FILE = /design/flow/constraint.sdc
export NUM_CORES = 4
export LEC_CHECK = 1
export CORE_UTILIZATION = 30
==> constraint.sdc <==
current_design alu

set clk_period 285.3
set clk_io_pct 0.2

create_clock -name clk0 -period $clk_period

set non_clock_inputs [all_inputs -no_clocks]
set_input_delay [expr $clk_period * $clk_io_pct] -clock clk0 $non_clock_inputs
set_output_delay [expr $clk_period * $clk_io_pct] -clock clk0 [all_outputs]
==> impl_metrics.yaml <==
# generated from flow reports
outcome:
  outcome: "finished, final reports clean"
grt:
  grt_usage: 0.309
  antenna_found_initial: 60
  first_global_vias: 96000
  grt_max_degree: 63
  grt_pass1_wl_mm: 684
  grt_overflow_total: 0
clock_tree:
  post_cts_buffers: 0
  hold_buffers: 0
  post_cts_resized: 0
floorplanning:
  rows: 202
  die_h_um: 553
  chipArea_um2: 306000
  die_w_um: 553
  boundaryPins: 143
  placeableCoreArea_um2: 303000
  floorplan.core_util: 0.301
worst_setup_path:
  start_kind: "input port"
  arrival_ps: 164790
  critPathSlowestCell: "or3_2"
  max_stage_delay_ps: 790
  path_buffers: 27
  required_ps: 228240
  path_class: "in -> out"
  cp_top_family: "AND-OR/OR-AND gates"
  end_kind: "output pin"
  crit_top_cell: "o21a_1"
  worstPathMaxFanout: 59
pwr:
  power_mw: 1.09
  ir_drop_uv: 34.9
  powerDensity_nw_per_um2: 11.0
  switching_share: 0.615
  switchingPower_mw: 0.671
  intPower_mw: 0.419
  p_leak_nw: 45.6
synthesis:
  common_cells: "nand2_1, nor2_1, ha_1, a21oi_1, inv_1"
  synth_cell_types: 112
  ys_seq_frac: 0
  ys_area_um2: 91100
  ys_warn_count: 1
  netlist_area_um2: 91100
  netlist_instances: 13400
  yosys.area.top_type: "ha_1"
  top_cell: "nand2_1"
  syn_area_per_cell_um2: 6.82
  top_area_frac: 0.189
  ys_cells: 13400
  top_cells_by_area: "ha_1, fa_1, nand2_1"
drt:
  drtIter0Drc: 10700
  drtAntennaViolNets: 0
  drtPass1Iterations: 8
  drt-total-wl_mm: 478
  detail_route.wl_per_cell_um: 27.4
  via_per_inst: 5.94
  drc: 0
  via_count: 104000
sta:
  setup_viol: 0
  fin_crit_ps: 221850
  period_used_share: 0.778
  hold_viol_final: 0
  tns_ps: 0
  fmax_ghz: 0.00451
  maxSlewViolCount: 0
  rsz0062_at_grt: "no"
  relSlewSlack: 0.197
  max_slew.worst_pin.slew_ps: 1200
layout:
  seq_cell_count: 0
  nClkBuffers: 0
  fin_util: 0.329
  drive_above_1_share: 0.0701
  postLayoutCellArea_um2: 99500
  ff_latch_area_um2: 0
  area_growth_pct: 9.20
job:
  maxCapViolations: 0
  warning_count: 101
place:
  gp_congestion: 1.11
  place_hpwl_mm: 385
  io_buffers: 143
  placedInstanceArea_um2: 99400
min_path:
  min_to: "alu_out[0]"
  min_from: "branch"
  whs_path_depth: 5
  hold_class: "in -> out"
final cells by class:
type / count / area, um2
Tap cell: 3978 / 4980
Inverter: 919 / 3450
Timing Repair Buffer: 608 / 4880
Fill cell: 32600 / 203000
Multi-Input combinational cell: 11900 / 86100
Antenna cell: 44 / 110
routing by layer:
| metal | vias to the layer above | global-route usage | wire [um] |
|---|---|---|---|
| met3 | 1143 | 0.0765 | 46800 |
| li1 | 48400 | - | - |
| met4 | 10 | 0.188 | 35700 |
| met5 | - | 0.00344 | 158 |
| met2 | 5271 | 0.449 | 197000 |
| met1 | 48700 | 0.413 | 198000 |
worst max path at each step:
stage,startpoint,endpoint,slack [ps],cells past startpoint
6_report,load,alu_out[30],63450,403
5_1_grt,load,alu_out[30],56280,406
4_1_cts,load,alu_out[30],65460,402
logic make-up after synthesis:
logic type / Yosys count / share of synthesized area
adders and majority gates: 1786 / 0.279
xor gates and xnor gates: 965 / 0.0927
other: 2 / 0.0000824
AOI/OAI and AO/OA: 3907 / 0.284
and+or+nand+nor: 4929 / 0.248
buffers and inverters: 1469 / 0.0613
muxes: 300 / 0.0350
through the flow:
step           std cells  hold WS [ps]  setup slack [ps]
3_3_place_gp       17400        115350             64660
3_5_place_dp       17400        115350             66010
5_1_grt            17400        115400             56280
2_1_floorplan      13400        114330             81500
6_report           17400        115350             63450
4_1_cts            17400        115360             65460
power groups by stage:
stage / Clock (mW) / Sequential (mW) / Combinational [mW]
5_1_grt: 0.00000000799 / 0 / 1.19
4_1_cts: 0 / 0 / 1.07
cells in the final DEF, fill, tap and decap left out, types with 87 or more instances in the layout:
cell / count
and3_1: 92
nand4_1: 118
xnor2_1: 637
xor2_1: 295
fa_1: 411
o21bai_1: 94
a31oi_1: 193
nand3_1: 291
o21ai_0: 706
a21o_1: 357
or3_1: 162
nor2b_1: 140
ha_1: 1375
inv_1: 888
a21oi_1: 952
nor3_1: 452
o22ai_1: 88
mux2i_1: 146
nor4_1: 87
nand2b_1: 126
nand2_1: 1609
buf_4: 463
mux2_2: 145
a211oi_1: 121
clkdlybuf4s50_1: 132
o211ai_1: 117
o31ai_1: 130
nor2_1: 1482
o21a_1: 341
or2_2: 93
Power and IR drop assume default switching activity.
